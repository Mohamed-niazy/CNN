File: /design/flow/config.mk
export PLATFORM = sky130hd
export DESIGN_NAME = multiplier
export DESIGN_NICKNAME = multiplier
export VERILOG_FILES = /design/flow/design.v
export SDC_FILE = /design/flow/constraint.sdc
export NUM_CORES = 4
export LEC_CHECK = 1
export CORE_UTILIZATION = 30
File: /design/flow/constraint.sdc
current_design multiplier

set clk_period 9.1
set clk_io_pct 0.2

create_clock -name clk0 -period $clk_period

set non_clock_inputs [all_inputs -no_clocks]
set_input_delay [expr $clk_period * $clk_io_pct] -clock clk0 $non_clock_inputs
set_output_delay [expr $clk_period * $clk_io_pct] -clock clk0 [all_outputs]
File: /design/flow/design.v
module multiplier #(
    parameter MULTIPLIER_TYPE = "BOOTH",   
    parameter WIDTH_A         = 9,         
    parameter WIDTH_B         = 5          
) (
    input wire signed [WIDTH_A-1:0] a,   
    input wire signed [WIDTH_B-1:0] b,   
    output reg signed [WIDTH_A+WIDTH_B-1:0] product   
);
  always @(*) begin
    case (MULTIPLIER_TYPE)
      "ARRAY": begin
        product = a * b;   
      end
      "BOOTH": begin
        product = a * b;   
      end
      "TREE": begin
        product = a * b;   
      end
      default: begin
        product = a * b;   
      end
    endcase
  end
endmodule
File: /design/flow/run.sh
#!/bin/bash
# OpenROAD 26Q1-2900-gdf79404cd8, Yosys 0.63+post, stock flow scripts
make -C /OpenROAD-flow-scripts/flow DESIGN_CONFIG=/design/flow/config.mk WORK_HOME=/design/flow/orfs finish
==> results.tsv <==
stage	metric	value	unit
setup_path	worstPathCellList	clkdlybuf4s50_1 > and2_1 > fa_1 > fa_1 > inv_1 > fa_1 > inv_1 > ha_1 > nor2b_4 > o31a_1 > o31ai_2 > a21oi_1 > xnor2_1 > clkdlybuf4s50_1	
power_and_ir_drop	p_switching	116	uW
floorplanning	die_h	74.9	um
grt	track_usage	11.4	%
placed_design	gp_congestion	0.831	
setup_path	critical_path_class	input pin to output pin	
setup_path	endpoint_kind	output pin	
outcome	status	complete, no violations	
cts	ctsHoldBuffers	0	
setup_path	cpMaxStageDelayCell	clkdlybuf4s50_1	
floorplanning	pin_count	28	
sta	maxSlewViolCount	0	
cts	cts_setup_buffers	0	
logic_synthesis	synthCells	186	
min_path	min-delay-path-class	input pin to output pin	
routing	wl_per_cell	9.84	um
routing	drt_iter0_markers	32	
logic_synthesis	ys_cells	186	
sta	setup-tns-final	0	ns
routing	n_antenna_cell	0	
sta	setup_viol	0	
sta	rsz0062_at_grt	false	
cells_and_area	fillers	535	
power_and_ir_drop	seq_power_share	0	%
setup_path	crit_path_start	b[3]	
sta	fin_crit_sh	85.0	%
sta	relSlewSlack	79.0	%
power_and_ir_drop	powerDensity	145	nW/um^2
logic_synthesis	synth_cell_type_count	25	
setup_path	arrival	5.92	ns
floorplanning	core_area	5110	um^2
power_and_ir_drop	p_leak	0.000939	uW
power_and_ir_drop	p_int	169	uW
routing	drt.antenna.violating_nets	0	
cells_and_area	postLayoutCoreUtil	38.4	%
grt	gr-total-overflow	0	
routing	viasPerCell	4.14	
logic_synthesis	syn_area	1600	um^2
cells_and_area	seq_area	0	um^2
grt	grt_pass1_wl	4820	um
flow_run	tool_warnings	32	
flow_run	drv.max_cap_violation_count	0	
placed_design	io_buffers	28	
grt	grt_max_degree	10	
sta	clock.fmax	129	MHz
setup_path	max_stage_delay	0.62	ns
logic_synthesis	ys_chip_area	1600	um^2
power_and_ir_drop	comb_power_share	100.0	%
routing	first_pass_iters	2	
cts	post_cts_resize_count	0	
cells_and_area	n_sequential_cell	0	
routing	vias	1176	
cells_and_area	clockBufferCount	0	
logic_synthesis	syn_avg_cell_area	8.58	um^2
cells_and_area	logic_area	1420	um^2
floorplanning	initCoreUtil	31.2	%
setup_path	startpoint_type	input pin	
power_and_ir_drop	vdd_drop_max	61.8	uV
setup_path	cp_max_fo	9	
grt	antenna_found_initial	0	
logic_synthesis	postSynthSeqShare	0	%
routing	wirelength	2800	um
floorplanning	dieArea	5610	um^2
setup_path	cp_common_cell	fa_1	
power_and_ir_drop	power.total	284	uW
placed_design	dp_hpwl	2600	um
floorplanning	dieWidth	74.9	um
power_and_ir_drop	clkPwrFrac	0	%
sta	finalCriticalPeriod	7.74	ns
floorplanning	num_rows	26	
cells_and_area	drive_above_1_share	2.34	%
grt	grt_pass1_vias	1120	
setup_path	cp.required	7.28	ns
sta	finalHoldViolations	0	
min_path	hold_start	a[0]	
sta	worst_pin_slew	0.314	ns
routing	remaining_drc_errors	0	
cells_and_area	syn_to_final_growth	23.1	%
power_and_ir_drop	switching_share	40.7	%
logic_synthesis	synth_warnings	1	
==> synth_stat cells (2+ instances only) <==
cell      count  area share, %
a21oi_1       7            2.2
and2_1       30             12
fa_1         29             36
ha_1         23             18
inv_1        46             11
nand2_1       7            1.6
nand2b_1      3            1.2
nor2_1        8            1.9
o21ai_0       2           0.63
o21ai_1       3           0.94
o21bai_1      3            1.4
xnor2_1      10            5.5
xor2_1        3            1.6
==> cells by family after synthesis <==
family          after synthesis  share of synthesized area, %
simple gates                 53                          18.9
fa+ha+maj                    52                          54.4
buf+inv                      47                          11.1
compound gates               21                          8.47
xor+xnor                     13                          7.14
==> cell usage in the layout (no fill, tap or decap), types with 2 or more instances in the layout <==
cell,synthesis,routed
inv_1,46,46
and2_1,30,30
fa_1,29,29
clkdlybuf4s50_1,0,28
ha_1,23,23
xnor2_1,10,10
nor2_1,8,8
nand2_1,7,7
a21oi_1,7,7
nand2b_1,3,3
o21bai_1,3,3
xor2_1,3,3
o21ai_1,3,3
o21ai_0,2,2
==> path summary, 6_finish.rpt <==
path	to	slack, ns	cells past startpoint
setup / recovery	product[13]	1.36	14
hold / removal	product[0]	4.69	3
==> worst max-delay path, delay by kind of cell <==
family                     cells  cell delay [ns]
AOI/OAI and AO/OA              3             0.59
adders and majority gates      4             1.83
buffers and inverters          4             1.19
xor gates and xnor gates       1             0.14
and+or+nand+nor                2             0.34
==> per-stage QoR <==
stage,worst slack (ns),hold slack (ns),area [um^2],instances
CTS,1.31,4.69,1960,284
finish,1.36,4.69,1960,284
floorplan,2.55,3.71,1600,186
detailed placement,1.30,4.68,1960,284
global route,1.12,4.70,1960,284
global placement,1.27,4.69,1960,284
==> layer usage <==
metal,GRT usage (%),vias to the layer above,part of all wire [%]
li1,-,621,-
met1,18.9,536,52
met2,17.6,19,45
met3,1.63,0,3.5
met4,0,0,0
met5,0,-,0
==> cell type report <==
cell class | count | area share, %
inverters | 47 | 8.99
repair buffers | 28 | 14.3
well taps | 70 | 4.46
multi-input cells | 139 | 72.3
==> power groups by stage <==
stage / clock network, uW / registers, uW / logic [uW]
after CTS: 0 / 0 / 293
after global routing: 0 / 0 / 330
final: 0 / 0 / 284
Power figures rest on the tool's default switching activity, not on a simulated workload.
