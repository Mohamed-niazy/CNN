===== ./design.v =====
module adder #(
    parameter ADDER_TYPE="RIPPLE_CARRY",  
    parameter WIDTH = 8   
) (
    input  wire [WIDTH-1:0] a,     
    input  wire [WIDTH-1:0] b,     
    output reg  [WIDTH-1:0] sum,   
    output reg              cout   
);
  always @(*) begin
    case (ADDER_TYPE)
      "RIPPLE_CARRY": begin
        {cout, sum} = a + b;
      end
      "CARRY_LOOKAHEAD": begin
        {cout, sum} = a + b;   
      end
      "CARRY_SELECT": begin
        {cout, sum} = a + b;   
      end
      default: begin
        {cout, sum} = a + b;   
      end
    endcase
  end
endmodule

===== ./run.sh =====
#!/bin/bash
# OpenROAD 26Q1-2900-gdf79404cd8, Yosys 0.63+post, stock flow scripts
make -C /OpenROAD-flow-scripts/flow DESIGN_CONFIG=/design/flow/config.mk WORK_HOME=/design/flow/orfs finish

===== ./config.mk =====
export PLATFORM = sky130hd
export DESIGN_NAME = adder
export DESIGN_NICKNAME = adder
export VERILOG_FILES = /design/flow/design.v
export SDC_FILE = /design/flow/constraint.sdc
export NUM_CORES = 4
export LEC_CHECK = 1
export CORE_AREA = 10 10 70 70
export DIE_AREA = 0 0 80 80

===== ./constraint.sdc =====
current_design adder

set clk_period 5.1
set clk_io_pct 0.2

create_clock -name clk0 -period $clk_period

set non_clock_inputs [all_inputs -no_clocks]
set_input_delay [expr $clk_period * $clk_io_pct] -clock clk0 $non_clock_inputs
set_output_delay [expr $clk_period * $clk_io_pct] -clock clk0 [all_outputs]

==> writeup.txt <==
For the final routed database, the setup TNS stands at 0 ns. Entering global routing, the biggest net connects 7 pins. The power share of the sequential group was 0%.

For this block, the routed nets add up to 1110 microns of wire. The worst stage delay on the critical path came out at 0.49 ns. The boundary pin count is 25.

Yosys attributes the largest share of cell area to sky130_fd_sc_hd__ha_1, sky130_fd_sc_hd__a21oi_1, sky130_fd_sc_hd__a311o_1. Per the hold report, the tightest min-delay path originates at b[0]. Dividing the final minimum period by the clock period gives 81.0%. The final critical path time including I/O delays and setup is 4.13 ns, and the detailed-placement wirelength estimate is 1020 microns. Per STA, the worst path accumulates the most delay in the family buffers and inverters. The run gives 42 for the instance count of the mapped netlist. The run gives 0 as the post-detailed-route DRC marker count.

The worst setup path is captured at a primary output. The met1 global-route usage was 4.91%. The layout cell share with drive strength beyond 1 works out to 1.49%. STA lists the maximum fanout along the critical path as 2. The headroom to the max-slew limit is 76.2%. The number of cells on the worst hold path is listed as 3. The Yosys warning count came out at 1.

Summing every instance area after synthesis gives 324 sq um. The routed design ends up with an antenna cell count of 0. Counting both buffers and inverters, the worst setup path holds a total of 2. The initial antenna violation count was 0.

The script computed the net switching share of total power as 34.5%. The pin closest to its max-slew limit shows a slew of 0.347 ns. The clock network accounts for 0% of the total power. STA classifies the critical path startpoint as an input pin.

STA on the placed design reports a worst setup slack of 0.960 ns. For the via count of the first global-routing pass, the log shows 379. Total overflow reported by the global router: 0. The run gives 0% as the post-synthesis sequential area ratio. The run gives 0.000255 uW for the leakage power figure. Total global-route track usage over all layers is 3.17%. Global routing consumed, on the met2 layer, 4.25% of the routing resources. Number of library cell types mapped by synthesis: 20. The flow reports that combinational logic draws 100.0% of the design power. The data required time reported for the critical path is 4.08 ns.

The count of input and output buffers was 25. In the final report, the number of endpoints failing setup comes to 0. The OpenROAD report gives the critical path a data arrival time of 3.11 ns. The first global-routing pass estimated 1710 microns of wire. The most common cell in the synthesized netlist is sky130_fd_sc_hd__ha_1.

Cell internal power was estimated by the tool at 47.8 uW. Looking at the setup timing report, the critical path kind is input pin to primary output. The max-slew violation count is 0.

With the number of instances resized during post-cts repair at 0, the number of violations of the max-capacitance limit is 0. The logs give 25.2 uW for the power dissipated by switching net loads and 0 for the number of clock buffers in the layout. The iteration tally of the first detailed-router pass was 3.

There are 0 flip-flops and latches. The share of the core area taken by cells at floorplan is 9.49%. Across the VDD grid, the largest voltage drop is 0.0462 mV. After synthesis, the largest area contributor takes up 30.9% of total cell area. After floorplanning, the die was sized to cover 6400 sq um. For this run, global-route usage on met3 was measured as 1.14%. The run finished with clean final reports. The vertical die dimension reported for this design is 80 microns. After clock tree synthesis, the setup repair step added 0 buffers. The script logs the mean routed wire length per placed instance as 9.82 microns. The region available for standard cell placement spans 3420 sq um. The commonest cells after synthesis are sky130_fd_sc_hd__ha_1, sky130_fd_sc_hd__a21oi_1, sky130_fd_sc_hd__nand2_1.

The final weighted congestion recorded by global placement is 0.742. The sequential cell area is 0 sq um, and the total via count in the routed design is 398. The average footprint of a synthesized cell is 7.72 sq um. The worst hold-check path type was input pin to primary output. The floorplan has 21 rows. Hold-check failures listed in the final report amount to 0.

Per the STA report, the cell with the highest stage delay on the worst path is sky130_fd_sc_hd__clkdlybuf4s50_1. The synth_stat.txt file lists the number of cells as 42. Dividing total power by cell area gives a power density of 116 nW/um^2. The mean number of vias per cell was 3.52. The die is 80 microns wide.

Number of hold buffers added after cts: 0. The timing-limited maximum frequency is 0.242 GHz, and the layout filler cell count is 382. Traced cell by cell, the critical path runs through clkdlybuf4s50_1 > ha_1 > fa_1 > a21oi_1 > nor2_1 > nor2_1 > xnor2_1 > clkdlybuf4s50_1. Of all cell types, the one taking the most synthesized area is sky130_fd_sc_hd__ha_1. The logs give 0.969 ns for the post-layout worst setup margin and 324 sq um for the chip area estimate from yosys synthesis.

According to the timing report, the critical path is launched from a[0]. The worst hold path terminates at sum[0]. The busiest layer in global routing is met1. The run gives 32 for the warning total across the stage logs. The initial DRC count was 27.

Per the post-route antenna check, the number of violating nets is 0. Setup repair after global routing left no endpoint under its margin. The run gives 95.0% for the synthesis-to-layout area growth.
-- power groups by stage --
| stage | combinational (uW) | clock (uW) | sequential [uW] |
|---|---|---|---|
| after global routing | 81.5 | 0 | 0 |
| final | 73.0 | 0 | 0 |
| after CTS | 74.8 | 0 | 0 |
-- tightest hold or removal path, cell delays in order --
cell and delay [ns]:
sky130_fd_sc_hd__clkdlybuf4s50_1 0.46, sky130_fd_sc_hd__ha_1 0.12, sky130_fd_sc_hd__clkdlybuf4s50_1 0.45
-- kinds of logic (layout without fill, tap and decap cells) --
logic type / count (synthesis) / count (layout) / share of synthesized area, %
buffers and inverters: 3 / 28 / 3.47
adders and majority gates: 9 / 9 / 37.1
xor gates and xnor gates: 4 / 4 / 10.8
AOI/OAI and AO/OA: 13 / 13 / 27.8
and+or+nand+nor: 12 / 12 / 17.8
muxes: 1 / 1 / 3.09
-- worst max path at each step --
stage | slack (ns) | endpoint | cells past startpoint
global route | 0.83 | sum[7] | 7
CTS | 0.94 | sum[6] | 8
finish | 0.97 | sum[6] | 8
-- metal layers --
| metal | vias to the layer above | share of wire, % |
|---|---|---|
| met4 | 0 | 0 |
| met3 | 0 | 9.0 |
| li1 | 212 | - |
| met2 | 16 | 38 |
| met5 | - | 0 |
| met1 | 170 | 53 |
-- final cells by class --
type / instances / area (sq um) / share of cell area (%)
Tap cell: 46 / 57.6 / 9.11
Multi-Input combinational cell: 39 / 313 / 49.5
Timing Repair Buffer: 25 / 250 / 39.6
Inverter: 3 / 11.3 / 1.78
-- cells in the final DEF (no fill, tap or decap), drive strengths merged --
| master | instances |
|---|---|
| nand2 | 3 |
| a21oi | 5 |
| o21bai | 1 |
| xnor2 | 2 |
| o21ai | 1 |
| nor4 | 1 |
| nor2 | 2 |
| ha | 8 |
| a311o | 2 |
| nand3 | 2 |
| nor2b | 2 |
| a221oi | 1 |
| fa | 1 |
| nor3 | 2 |
| inv | 3 |
| a21o | 2 |
| mux2i | 1 |
| a2111oi | 1 |
| xor2 | 2 |
| clkdlybuf4s50 | 25 |
-- metrics by stage --
step	cell area [sq um]	hold slack, ns	total power (uW)	cells	utilization [%]
detailed placement	632	3.08	74.0	113	18.5
floorplan	324	2.11	29.1	42	-
global route	632	3.10	81.5	113	18.5
global placement	632	3.08	73.2	113	18.5
finish	632	3.07	73.0	113	18.5
CTS	632	3.08	74.8	113	18.5
Power is estimated from default activity; no workload was simulated.
